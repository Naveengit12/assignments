==> /design/flow/design.v <==
`timescale 1ns / 1ps
module count_ones_func(
    input  [7:0] data,
    output [3:0] ones_count  
);
    assign ones_count = count_ones(data);
    function [3:0] count_ones;
        input [7:0] in;
        integer i;
        begin
            count_ones = 0;
            for (i = 0; i < 8; i = i + 1)
                count_ones = count_ones + in[i];
        end
    endfunction
endmodule
==> /design/flow/run.sh <==
#!/bin/bash
# OpenROAD 26Q1-2900-gdf79404cd8, Yosys 0.63+post, stock flow scripts
make -C /OpenROAD-flow-scripts/flow DESIGN_CONFIG=/design/flow/config.mk WORK_HOME=/design/flow/orfs finish
==> /design/flow/config.mk <==
export PLATFORM = sky130hd
export DESIGN_NAME = count_ones_func
export DESIGN_NICKNAME = count_ones_func
export VERILOG_FILES = /design/flow/design.v
export SDC_FILE = /design/flow/constraint.sdc
export NUM_CORES = 4
export LEC_CHECK = 1
export CORE_AREA = 10 10 70 70
export DIE_AREA = 0 0 80 80
==> /design/flow/constraint.sdc <==
current_design count_ones_func

set clk_period 4.9
set clk_io_pct 0.2

create_clock -name clk0 -period $clk_period

set non_clock_inputs [all_inputs -no_clocks]
set_input_delay [expr $clk_period * $clk_io_pct] -clock clk0 $non_clock_inputs
set_output_delay [expr $clk_period * $clk_io_pct] -clock clk0 [all_outputs]
==> deck_impl_summary.md <==
Implementation Results

Floorplanning
  – Core area: around 3400 um2
  – Init Core Util: 5.57%
  – Chip Height: 80 um
  – # IOs: 12
  – Die W: 80 um
  – Die ar.: about 6400 um2
  – Standard-cell rows: 21

Pwr
  – Power per cell area: 156 nW/um2
  – Final total power: 0.0561 mW
  – LEAKAGE: roughly 0.18 nW
  – Maximum VDD drop: 22.9 uV

Final timing
  – RSZ-0062 raised after global routing: no
  – Cycle use final: a little over nine tenths
  – Least-Margin Pin Slew: 124 ps
  – Tmin final: 4750 ps
  – Smallest hold slack: about 2900 ps
  – Max Clock Freq: 211 MHz
  – Fin. Hold Viols: 0
  – Setup TNS: 0 ps
  – Final Max-Slew Violation Tally: 0
  – Final setup fails: 0
  – Slew HR: 91.7%

Global routing
  – Grt total ovfl: 0
  – Vias in the first global route: 169
  – Largest net degree at the start of global routing: 3
  – Global-route wire length before repair: between 700 and 800 um
  – Total GRT Usage: 1.30%
  – Initial antenna violation count: 0

Route
  – Final ANT Viol Nets: 0
  – Vias per cell: approximately 2.0
  – DRT Pass-1 Iters: 1
  – Initial DRC count: 0
  – Metal3 WL: 86 um
  – Via count: 166
  – Drt wl/cell: 5.44 um
  – Final WL: 446 um
  – Remaining DRCs: 0
  – Top layer in use: met3
  – ANT cells: 0
  – WL met1: 167 um
  – WL met2: 193 um

Worst setup path
  – Max Fanout on Critical Path: 2
  – WP data required: between 3000 and 4000 ps
  – CP startpoint kind: primary input
  – WS Path Type: in -> out
  – CP endpoint kind: output pin
  – Arrival time worst endpoint: 3770 ps

Hold path
  – Hold Crit Class: in -> out
  – WHS Endpoint: ones_count[2]
  – Hold Crit Depth: 7
  – Hold Path Origin: data[0]

Synthesis
  – Yosys Chip Area: about 190 um2
  – Synth Cell Area: around 190 um2
  – Cells after Synth: 24
  – Cell Type Count: 6
  – # Cells Yosys: 24
  – Synth top area share: 42.1%
  – Mean Syn Cell Area: 7.92 um2
  – Yosys warnings: 1
  – Post-synth seq share: 0%
  – Synth area leader: fa_1
  – Main area contributors: fa_1, inv_1, ha_1

Outcome
  – Status: completed

Final layout
  – Clk_buf instances: 0
  – Area delta synth->final: 89.5%
  – Top Layout Cells: inv_1, clkdlybuf4s50_1, fa_1, dlygate4sd2_1, ha_1
  – Seq_cells: 0
  – Most frequent logic cell in the layout: inv_1
  – FILL cells: 398
  – Layout cells sized above 1: 8.33%
  – Storage cell area: 0 um2
  – Comb area: about 140 um2
  – Finished Layout Cells: 82
  – End-of-flow core utilization: a little over a tenth

Place
  – Placed instance count: a little over 80
  – Routability cong.: 0.765
  – Count of input and output buffers: 12

Clock network
  – Post-CTS setup buffer count: 0
  – Hold-fix buffers, CTS: 0
  – CTS resizes: 10

Flow run
  – MaxCap Viol Count: 0
  – Log Warnings: 32
worst max-delay path by stage:
stage,endpoint,from
after CTS,ones_count[1],data[3]
after global routing,ones_count[1],data[3]
final,ones_count[1],data[3]
critical path, cell delays in order:
cell and delay (ps):
dlygate4sd2_1 190, inv_1 50, fa_1 570, fa_1 450, fa_1 460, inv_1 70, ha_2 180, inv_2 40
fa_1 520, inv_1 40, dlygate4sd2_1 220
report_power, final:
part           leakage (nW)  switching, mW  total (mW)  internal, mW
sequential                0              0           0             0
clock                     0              0           0             0
combinational         0.179         0.0214      0.0561        0.0346
metal layers:
layer | GRT usage, % | vias to the layer above
met5 | 0 | -
met2 | 2.25 | 8
li1 | - | 86
met4 | 0 | 0
met3 | 0.568 | 0
met1 | 1.54 | 72
final cells by class:
class,instances,share of cell area (%)
Inverter,14,14.6
Tap cell,46,16.0
Timing Repair Buffer,12,30.6
Multi-Input combinational cell,10,38.9
stage by stage:
stage,area [um2],setup slack (ps)
finish,360,154
detailed placement,368,-309
global route,360,6.91
global placement,368,-323
CTS,360,120
floorplan,190,765
Yosys cell counts:
cell      n
fa_1      4
nor2b_1   1
ha_1      3
xnor2_1   1
a21oi_1   1
inv_1    14
cells by family (layout without fill, tap and decap cells):
family	count (synthesis)	after routing	share of synthesized area (%)
simple gates	1	1	3.29
fa+ha+maj	7	7	61.8
buf+inv	14	26	27.6
compound gates	1	1	2.63
xor+xnor	1	1	4.61
Power and IR drop assume default switching activity.
