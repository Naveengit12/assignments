[/design/flow/run.sh]
#!/bin/bash
# OpenROAD 26Q1-2900-gdf79404cd8, Yosys 0.63+post, stock flow scripts
make -C /OpenROAD-flow-scripts/flow DESIGN_CONFIG=/design/flow/config.mk WORK_HOME=/design/flow/orfs finish
[/design/flow/config.mk]
export PLATFORM = sky130hd
export DESIGN_NAME = square_func
export DESIGN_NICKNAME = square_func
export VERILOG_FILES = /design/flow/design.v
export SDC_FILE = /design/flow/constraint.sdc
export NUM_CORES = 4
export LEC_CHECK = 1
export CORE_AREA = 10 10 92 92
export DIE_AREA = 0 0 102 102
[/design/flow/constraint.sdc]
current_design square_func

set clk_period 13.2
set clk_io_pct 0.2

create_clock -name clk0 -period $clk_period

set non_clock_inputs [all_inputs -no_clocks]
set_input_delay [expr $clk_period * $clk_io_pct] -clock clk0 $non_clock_inputs
set_output_delay [expr $clk_period * $clk_io_pct] -clock clk0 [all_outputs]
[/design/flow/design.v]
`timescale 1ns / 1ps
module square_func(
    input  [7:0] num,
    output [15:0] square
);
    assign square = calculate_square(num);
    function [15:0] calculate_square;
        input [7:0] x;
        begin
            calculate_square = x * x;
        end
    endfunction
endmodule
==> results_dict.tcl <==
# implementation run metrics
set metrics [dict create \
    status "finished, final reports clean" \
    die_height_um 102 \
    ant_nets 0 \
    min_path_type "in -> out" \
    yosys_area_sq_um 1740 \
    place_congestion 0.9044 \
    syn_area_sq_um 1740 \
    grt_max_degree 12 \
    post_cts_resized 0 \
    maxSlewViolCount 0 \
    drc 0 \
    n_clock_buffer 0 \
    critPathRequiredTime_ps 10560 \
    yosysTopAreaCellShare_pct 28.76 \
    rsz0062_at_grt "no" \
    avgSynthCellArea_sq_um 8.171 \
    num_io_pins 24 \
    ys_top_cells_by_area "fa_1, ha_1, inv_1, and2_1, xnor2_1" \
    wirelength_um 3308 \
    grt_util_met2_pct 13.23 \
    setup_violations 0 \
    crit_type "in -> out" \
    die_w_um 102 \
    grt_first_pass_wirelength_um 6506 \
    routed_via_density 4.489 \
    maxCapViolations 0 \
    clock.fmax_mhz 100.2 \
    finalPower_w 0.0002636 \
    syn2layout_area_growth_pct 17.47 \
    hold_violations 0 \
    vdd_ir_drop_max_v 0.00007562 \
    antenna_cells 0 \
    avgRoutedWirePerCell_um 10.71 \
    drtIter0Drc 50 \
    grt_util_all_layers_pct 7.355 \
    post_cts_buffers 0 \
    seq_cell_count 0 \
    period_used_pct 75.61 \
    antenna_found_initial 0 \
    ys_cells 213 \
    gr-max-usage-layer "met2" \
    drt_first_pass_iters 4 \
    port_buffers 23 \
    critPathSlowestCell "clkdlybuf4s50_1" \
    stage_log_warnings 34 \
    grtUsageMet3_pct 1.022 \
    power.leakage_nw 1.040 \
    fp_util_pct 26.95 \
    synth_cell_types 38 \
    fin_crit_ps 9981 \
    grt_pass1_vias 1472 \
    postCtsHoldBufs 0 \
    worstPathMaxFanout 8 \
    yosysWarningCount 1 \
    post_dp_cell_area_sq_um 2044 \
    vias 1387 \
    drive_gt1_share_pct 3.017 \
    crit_path_end_kind "output pin" \
    chip_area_sq_um 10400 \
    coreArea_sq_um 6459 \
    ys_top_cells_by_count "inv_1, ha_1, fa_1" \
    use_met1_pct 9.763 \
    critPathMaxStageDelay_ps 640 \
    regArea_sq_um 0 \
    hpwl_um 3014 \
    fin_tns_setup_ps 0 \
    rows 29 \
    synth.most_common_cell "inv_1" \
    crit_path_frequent_cell "fa_1" \
    overflow 0 \
    startpoint_type "input pin" \
    netlist_instances 213 \
    stdcell_area_sq_um 2044 \
    synth_seq_share_pct 0 \
    arrival_ps 7340 \
    path_cells "clkdlybuf4s50_1 -> nand2_1 -> fa_1 -> inv_1 -> fa_1 -> fa_1 -> inv_1 -> fa_1 -> inv_1 -> ha_1 -> a21oi_1 -> o21ai_1 -> a2111oi_0 -> o21ai_1 -> o311ai_1 -> clkdlybuf4s50_1" \
    p_per_area_nw_per_um2 129.0 \
    largest_area_cell "fa_1" \
]
layout make-up:
type	count	area, sq um
inverter	46	172.7
fill	680	4414
multi-input combinational	163	1545
tap	77	96.34
timing repair buffer	23	230.2
stage by stage:
step,hold slack (ps),cells,setup slack [ps],utilization (%)
final,6337,309,3219,31.65
after detailed placement,6344,309,3188,31.65
after floorplan,5293,213,4493,-
after global placement,6348,309,3157,31.65
after CTS,6348,309,3170,31.65
after global routing,6386,309,2890,31.65
worst paths after layout:
| path | startpoint | endpoint | slack [ps] | cells after the start |
|---|---|---|---|---|
| worst max-delay path | num[2] | square[15] | 3220 | 16 |
| worst min-delay path | num[0] | square[0] | 6340 | 2 |
layer usage:
layer | vias up | share of wire, % | wire length, um
li1 | 722 | - | -
met1 | 645 | 45 | 1487
met4 | 0 | 0 | 0
met3 | 0 | 6.3 | 207
met2 | 20 | 49 | 1613
met5 | - | 0 | 0
power by group:
part	switching (W)	leakage [nW]	internal, W
sequential	0	0	0
combinational	0.000122	1.04	0.000142
clock	0	0	0
total	0.000122	1.04	0.000142
worst max-delay path, delay by kind of cell:
| kind | cells | cell delay [ps] |
|---|---|---|
| buffers and inverters | 5 | 1320 |
| and+or+nand+nor | 1 | 130 |
| adders and majority gates | 5 | 2350 |
| AOI/OAI and AO/OA | 5 | 880 |
placed cells by master, fill, tap and decap left out, types with 2 or more instances in the layout:
cell              n
a211oi_1          2
a21o_1            3
a21oi_1           8
and2_1           21
clkdlybuf4s50_1  23
fa_1             25
ha_1             30
inv_1            46
nand2_1          14
nand2b_1          2
nand4_1           3
nor2_1           11
nor2b_1           3
o21ai_0           4
o21ai_1           6
xnor2_1           9
xor2_1            2
cells by family (layout without fill, tap and decap cells):
family                   Yosys count  after routing  share of synthesized area (%)
AND/OR/NAND/NOR                   60             60                          17.90
multiplexers                       1              1                         0.5751
adder cells (fa/ha/maj)           55             55                          50.32
buffers and inverters             50             69                          11.22
AND-OR/OR-AND                     35             35                          14.24
XOR/XNOR                          11             11                          5.536
other                              1              1                         0.2155
Power is estimated from default activity; no workload was simulated.
