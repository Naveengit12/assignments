[flow/config.mk]
export PLATFORM = sky130hd
export DESIGN_NAME = blinking_led
export DESIGN_NICKNAME = blinking_led
export VERILOG_FILES = /design/flow/design.v
export SDC_FILE = /design/flow/constraint.sdc
export NUM_CORES = 4
export LEC_CHECK = 1
export CORE_AREA = 10 10 94 94
export DIE_AREA = 0 0 104 104
[flow/constraint.sdc]
current_design blinking_led

set clk_period 2.7
set clk_io_pct 0.2

create_clock -name clk0 -period $clk_period [get_ports {clk}]

set non_clock_inputs [all_inputs -no_clocks]
set_input_delay [expr $clk_period * $clk_io_pct] -clock clk0 $non_clock_inputs
set_output_delay [expr $clk_period * $clk_io_pct] -clock clk0 [all_outputs]
[flow/design.v]
`timescale 1ns / 1ps
module blinking_led(
    input wire clk,
    input wire reset,
    output reg led
);
    parameter DELAY = 100;
    reg [25:0] counter = 0;
    task do_delay;
        begin
            if (counter < DELAY) begin
                counter = counter + 1;
            end else begin
                counter = 0;
                led = ~led;
            end
        end
    endtask
    always @(posedge clk or posedge reset) begin
        if (reset) begin
            counter <= 0;
            led <= 0;
        end else begin
            do_delay();   
        end
    end
endmodule
[flow/run.sh]
#!/bin/bash
# OpenROAD 26Q1-2900-gdf79404cd8, Yosys 0.63+post, stock flow scripts
make -C /OpenROAD-flow-scripts/flow DESIGN_CONFIG=/design/flow/config.mk WORK_HOME=/design/flow/orfs finish
==> impl_metrics.py <==
# Generated from Yosys and OpenROAD reports
metrics = {
    "synthesis": {
        "synth-cells-yosys": 57,
        "ys_ff": 27,
        "synth_area_um2": 873,
        "ys_area_um2": 873,
        "ys_types": 13,
        "yosys_warnings": 1,
        "syn_avg_cell_area_um2": 15.3,
        "ys_seq_share_pct": 77.4,
        "synth_cells": 57,
    },
    "cts": {
        "numCtsBuffers": 3,
        "clkSlewWorstSetupHoldPaths_ns": 0.08,
        "clock_path_buffers": 2,
        "cts_num_sinks": 27,
        "root_buffer": "clkbuf_8",
        "cts_setup_buffers": 0,
        "worstSkewPairLatency_ns": 0.26,
        "postCtsHoldBufs": 0,
        "cts.htree.levels": 1,
        "cts_tree": "built",
        "cts_resized": 0,
    },
    "detailed_routing": {
        "ant_nets": 0,
        "vias_per_cell": 2.43,
        "drtPass1Iterations": 3,
        "first_iter_violations": 8,
        "antenna-diode-count": 0,
        "drc_errors": 0,
        "wire_per_inst_um": 5.73,
        "wl_um": 1020,
        "route.vias.total": 433,
    },
    "floorplan": {
        "chipArea_um2": 10800,
        "core-area_um2": 6830,
        "die_w_um": 104,
        "fp_util_pct": 12.8,
        "ios": 3,
        "dieHeight_um": 104,
        "fp-row-count": 30,
    },
    "setup_path": {
        "crit_arrival_ns": 1.12,
        "crit_fanout": 2,
        "reg2reg_to": "led",
        "path_buffers": 1,
        "r2r_start": "counter[2]",
        "worstPathCellList": "clkdlybuf4s50_1",
        "worstSetupEndpointType": "primary output",
        "slowest_stage": "clkdlybuf4s50_1",
        "r2r_setup_slack_ns": 1.26,
        "critPathKind": "flip-flop to primary output",
        "worstRegToRegCells": 4,
        "max_stage_delay_ns": 0.48,
        "crit_family": "buffers and inverters",
        "startpoint_type": "flip-flop",
        "crit_required_ns": 2.16,
    },
    "power_and_ir_drop": {
        "p_seq_share_pct": 64.9,
        "p_leak_nw": 0.506,
        "p_switching_mw": 0.124,
        "switching_share_pct": 19.0,
        "ir_drop_mv": 0.375,
        "intPower_mw": 0.527,
        "p_clk_share_pct": 32.8,
        "combPwrFrac_pct": 2.3,
        "power_density_nw_per_um2": 574,
    },
    "global_routing": {
        "overflow": 0,
        "grt_pass1_vias": 426,
        "grtUsageMet2_pct": 2.66,
        "grtUsageTotal_pct": 2.01,
        "grt_antenna_before_repair": 0,
        "grtUsageMet1_pct": 2.95,
        "grt-busiest-layer": "met1",
        "grt_max_degree": 28,
        "use_met3_pct": 0.627,
        "grt_pass1_wl_um": 1900,
    },
    "flow_run": {
        "warnings": 25,
        "maxCapViolCount": 0,
    },
    "timing": {
        "skew_ns": 0.00283,
        "slew_violations": 0,
        "period_minus_slack_ns": 1.66,
        "fmax_mhz": 604,
        "setup_viol": 0,
        "whs_ns": 0.485,
        "rsz0062_at_grt": "false",
        "final-hold-violation-count": 0,
        "period_used_pct": 61.4,
        "final.setup.tns_ns": 0,
        "finalWorstSetupSlack_ns": 1.04,
    },
    "finish": {
        "logic_area_um2": 258,
        "nFillCells": 771,
        "drive_above_1_share_pct": 8.54,
        "post-route-util_pct": 16.6,
        "areaGrowthSynthToFinish_pct": 29.8,
        "register_area_um2": 676,
    },
    "worst_hold_path": {
        "hold_depth": 1,
        "min_from": "led",
        "hold_end": "led",
        "min_path_type": "flip-flop to flip-flop",
    },
    "placed_design": {
        "pre_cts_slack_ns": 1.25,
        "gp_congestion": 0.725,
        "dp_hpwl_um": 684,
        "portBuffers": 2,
    },
    "outcome": {
        "status": "complete, no violations",
    },
}
-- kinds of logic after synthesis --
logic type | Yosys count | share of synthesized area [%]
fa+ha+maj | 1 | 1.43
xor+xnor | 6 | 6.02
simple gates | 19 | 12.9
flops | 27 | 77.4
buf+inv | 2 | 0.860
other cells | 1 | 0.429
compound gates | 1 | 1.00
-- worst max path at each step --
| stage | depth (start not counted) | to | slack [ns] | startpoint |
|---|---|---|---|---|
| CTS | 1 | led | 1.03 | led |
| global route | 1 | led | 0.99 | led |
| finish | 1 | led | 1.04 | led |
-- power by group through the flow --
stage	sequential, mW	clock, mW	combinational [mW]
CTS	0.423	0.223	0.0157
global route	0.424	0.242	0.0183
finish	0.422	0.214	0.0147
-- layout by cell type (no fill, tap or decap) --
master,count
nor2_1,7
xnor2_1,1
o311ai_1,1
nor4_1,4
xor2_1,5
conb_1,19
and3_2,2
ha_1,1
nand4_4,1
clkbuf_8,3
clkdlybuf4s50_1,2
clkbuf_1,1
inv_1,2
dfrtp_1,27
buf_4,1
nor3_1,1
nand3_1,4
-- Yosys cell counts --
cell type  count  area share (%)
o311ai_1       1             1.0
nor4_1         4             2.9
inv_1          2            0.86
and3_2         2             1.7
nor2_1         7             3.0
nand3_1        4             2.3
ha_1           1             1.4
nand4_4        1             2.4
dfrtp_1       27              77
xor2_1         5             5.0
nor3_1         1            0.57
conb_1         1            0.43
xnor2_1        1             1.0
-- registers in the layout, summed over array words and instances, names as in the netlist --
signal   flops
counter     26
led          1
-- cell type report --
type | count | area share [%]
multi-input cells | 46 | 22.7
flip-flops and latches | 27 | 59.6
repair buffers | 3 | 2.43
inverters | 2 | 0.662
clock buffers | 4 | 3.97
well taps | 96 | 10.6
-- metal layers --
layer	up-vias	wire length (um)
met1	200	530
li1	223	-
met2	5	407
met5	-	0
met3	5	35
met4	0	46
-- stage by stage --
stage | cell area (um2) | std cells | total power, mW
6_report | 1130 | 178 | 0.651
5_1_grt | 1130 | 178 | 0.684
4_1_cts | 1130 | 178 | 0.662
3_5_place_dp | 1090 | 174 | 0.446
3_3_place_gp | 1090 | 174 | 0.446
2_1_floorplan | 941 | 75 | 0.440
Power figures rest on the tool's default switching activity, not on a simulated workload.
